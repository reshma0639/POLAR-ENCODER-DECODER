==> /design/flow/run.sh <==
#!/bin/bash
# OpenROAD 26Q1-2900-gdf79404cd8, Yosys 0.63+post, stock flow scripts
make -C /OpenROAD-flow-scripts/flow DESIGN_CONFIG=/design/flow/config.mk WORK_HOME=/design/flow/orfs finish
==> /design/flow/config.mk <==
export PLATFORM = sky130hd
export DESIGN_NAME = piso
export DESIGN_NICKNAME = piso
export VERILOG_FILES = /design/flow/design.v
export SDC_FILE = /design/flow/constraint.sdc
export NUM_CORES = 4
export LEC_CHECK = 1
export CORE_UTILIZATION = 40
==> /design/flow/constraint.sdc <==
current_design piso

set clk_period 32.2
set clk_io_pct 0.2

create_clock -name clk0 -period $clk_period [get_ports {clk}]

set non_clock_inputs [all_inputs -no_clocks]
set_input_delay [expr $clk_period * $clk_io_pct] -clock clk0 $non_clock_inputs
set_output_delay [expr $clk_period * $clk_io_pct] -clock clk0 [all_outputs]
==> /design/flow/design.v <==
module piso(
  input wire clk,
  input wire reset,
  input wire [1023:0] parallel_in,
  output reg serial_out,
  output wire empty,
  output wire full
);
  reg [9:0] rd_ptr;
  reg [9:0] wr_ptr;
  reg [1023:0] mem;
  always@(posedge clk)
  begin
    if (reset)
    begin
      rd_ptr <= 10'b0;
      wr_ptr <= 10'b0;
    end
    else
    begin
      if (!full)
      begin
        mem[wr_ptr] <= parallel_in;
        wr_ptr <= wr_ptr + 1;
      end
      if (!empty) 
      begin
        serial_out <= mem[rd_ptr];
        rd_ptr <= rd_ptr + 1;
      end
    end
  end
  assign empty = (rd_ptr == wr_ptr);
  assign full = ((wr_ptr - rd_ptr) == 1024);
endmodule
==> impl_metrics.env <==
# source this file to load flow results
export IMPL_rsz0062_at_grt="no"
export IMPL_relSlewSlack=0.252
export IMPL_setup_viol=0
export IMPL_numCtsBuffers=112
export IMPL_crit_top_cell="buf_4"
export IMPL_power_frac_comb=0.226
export IMPL_syn_area_mm2=0.0541
export IMPL_htreeDepth=3
export IMPL_fillers=12220
export IMPL_via_per_inst=6.40
export IMPL_ys_seq_frac=0.576
export IMPL_first_global_vias=39664
export IMPL_warnings=1033
export IMPL_die_y_um=370
export IMPL_yosys_warnings=1
export IMPL_rows=134
export IMPL_path_class="in2reg"
export IMPL_pin_count=1029
export IMPL_outcome="complete, no violations"
export IMPL_cp_top_family="buffers and inverters"
export IMPL_crit_path_start_kind="input pin"
export IMPL_ys_sh_simple=0.0716
export IMPL_grt_first_pass_wirelength_um=275000
export IMPL_chipArea_mm2=0.137
export IMPL_cts_sinks=1045
export IMPL_design_area_mm2=0.0589
export IMPL_top_area_frac=0.569
export IMPL_regToRegSetupSlack_ps=27520
export IMPL_fin_hold_ws_ps=573
export IMPL_clock_latency_ps=740
export IMPL_power_frac_seq=0.430
export IMPL_seq_area_mm2=0.0312
export IMPL_total_power_uw=3810
export IMPL_drcViolationCount=0
export IMPL_grt_usage=0.295
export IMPL_synthArstFlopShare=0
export IMPL_crit_chain="clkdlybuf4s50_1, buf_4, inv_8, buf_4, buf_4, buf_12, buf_4, buf_4, buf_4"
export IMPL_maxCapViolCount=0
export IMPL_synth_xor_area_share=0.00453
export IMPL_ff2ff_path_depth=10
export IMPL_endpoint="mem[621]"
export IMPL_compound_area_frac=0.191
export IMPL_top_cells_by_area="edfxtp_1 57%, o21ai_0 16%, mux4_2 9.5%, nand2_1 2.9%, clkbuf_1 2.7%"
export IMPL_synth_top_cell_by_count="o21ai_0"
export IMPL_finalCriticalPeriod_ps=11520
export IMPL_timing_final_hold_violations=0
export IMPL_flop_cell="edfxtp_1"
export IMPL_clkPwrFrac=0.343
export IMPL_top_area_cell="edfxtp_1"
export IMPL_overflow=0
export IMPL_max_stage_delay_ps=790
export IMPL_powerDensity_mw_per_mm2=64.7
export IMPL_crit_path_top_delay_cell="buf_4"
export IMPL_startpoint="reset"
export IMPL_clockBufferDepth=3
export IMPL_worst_pin_slew_ps=1120
export IMPL_edf_count=1025
export IMPL_finalSetupTns_ps=0
export IMPL_cp_max_fo=123
export IMPL_syn2layout_area_growth_pct=8.92
export IMPL_drtAntennaViolNets=0
export IMPL_combGateArea_mm2=0.0209
export IMPL_cts_root_buffer="clkbuf_16"
export IMPL_reg2reg_from="rd_ptr[0]"
export IMPL_hold_path_class="reg2reg"
export IMPL_p_leak_uw=0.0182
export IMPL_fmax_mhz=86.8
export IMPL_synth_flops=1045
export IMPL_holdBufCountCts=0
export IMPL_routed_wl_um=187000
export IMPL_timing_rr_end="serial_out"
export IMPL_cp_required_ps=32560
export IMPL_peakVddDrop_uv=50.8
export IMPL_p_sw_uw=1130
export IMPL_antenna_found_initial=6
export IMPL_placed_area_mm2=0.0553
export IMPL_postSynthCellCount=4764
export IMPL_die_x_um=370
export IMPL_fin_util=0.441
export IMPL_grt_max_degree=126
export IMPL_yosys_cells=4764
export IMPL_ys_sh_mux=0.114
export IMPL_postCtsResizedCells=0
export IMPL_switching_share=0.297
export IMPL_critical_path_depth=9
export IMPL_dp_hpwl_um=111000
export IMPL_cts_tree="done"
export IMPL_synth_adder_area_share=0.00139
export IMPL_p_int_uw=2680
export IMPL_drtIter0Drc=4382
export IMPL_cp_arrival_ps=11880
export IMPL_io_buffers=4
export IMPL_ys_area_mm2=0.0541
export IMPL_final_max_slew_viol_count=0
export IMPL_post_route_period_util=0.358
export IMPL_vias=40767
export IMPL_post_cts_buffers=0
export IMPL_gp_congestion=0.965
export IMPL_fin_worst_skew_ps=24.8
export IMPL_top_logic_kind="AND-OR/OR-AND gates"
export IMPL_fp_util=0.404
export IMPL_synth_cell_types=76
export IMPL_final_layout_size_suffix_gt1_frac=0.124
export IMPL_first_pass_iters=5
export IMPL_critical_path_buf_inv_count=9
export IMPL_top_cells_by_count="1777 x o21ai_0, 1025 x edfxtp_1, 417 x nand2_1"
export IMPL_postSynthAreaPerCell_um2=11.4
export IMPL_detail_route_wl_per_cell_um=29.3
export IMPL_fp_coreArea_mm2=0.134
export IMPL_endpoint_kind="flip-flop"
export IMPL_clkSlewWorstSetupHoldPaths_ps=60
[how the worst min path moves through the flow]
stage | from | slack, ps | end | cells after the start
5_1_grt | mem[968] | 600 | mem[968] | 2
6_report | mem[355] | 570 | mem[355] | 2
4_1_cts | mem[264] | 580 | mem[264] | 2
[worst register-to-register path, delay by kind of cell (launching register included)]
kind	cells	cell delay (ps)
muxes	1	650
buffers and inverters	2	1080
and+or+nand+nor	1	110
DFF	1	670
AOI/OAI and AO/OA	6	1900
[cell usage in the layout, fill, tap and decap left out, drive strengths merged, types with 13 or more instances in the layout]
master	n
o21ai	1815
edfxtp	1025
nand2	417
nand3	279
mux4	231
clkbuf	146
buf	120
mux2i	89
nor2	76
clkinv	46
a21oi	36
a22oi	31
a221oi	20
dfxtp	20
and2	16
xnor2	15
nor3	15
o22ai	13
xor2	13
bufinv	13
[stage by stage]
step           setup WS (ps)  instances
2_1_floorplan           4600       4764
3_3_place_gp           19860       6158
3_5_place_dp           19880       6158
4_1_cts                20640       6364
5_1_grt                20340       6365
6_report               20680       6367
[logic make-up after synthesis]
logic type                 after synthesis
AOI/OAI and AO/OA                     1981
DFF                                   1045
and+or+nand+nor                        868
buffers and inverters                  508
muxes                                  327
xor gates and xnor gates                28
adders and majority gates                6
other                                    1
[final cells by class]
type                       instances  share of cell area
clock buffer                     145              0.0507
clock inverter                    61              0.0104
tap                             1768              0.0375
multi-input combinational       3211               0.354
timing repair buffer             124              0.0169
inverter                          10            0.000764
antenna                            3            0.000127
sequential                      1045               0.529
[power by group through the flow]
stage     Sequential [uW]  Clock [uW]  Combinational (uW)
4_1_cts              1640        1320                 846
5_1_grt              1650        1370                 904
6_report             1640        1310                 863
[routing by layer]
layer / share of wire / vias to the layer above / global-route usage / routed length (um)
met5: 0.0022 / - / 0.0189 / 402
met4: 0.051 / 13 / 0.115 / 9470
met3: 0.16 / 440 / 0.176 / 29400
met2: 0.43 / 2462 / 0.403 / 81200
met1: 0.36 / 20061 / 0.400 / 66400
li1: - / 17791 / - / -
[registers in the layout, summed over array words and instances (netlist names)]
name and count:
wr_ptr 10, rd_ptr 10, mem 1024, serial_out 1
