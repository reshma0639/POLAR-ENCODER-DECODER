`flow/design.v`:
```
module sipo (
  input wire clk,
  input wire reset,
  input wire serial_in,
  output reg [199:0] parallel_out,
  output wire empty,
  output wire full
);
  reg [9:0] rd_ptr, wr_ptr;
  reg [199:0] mem;
  always @(posedge clk or posedge reset) begin
    if (reset) begin
      rd_ptr <= 10'b0;
      wr_ptr <= 10'b0;
    end else begin
      if (!full && !empty) begin
        mem[wr_ptr] <= serial_in;
        wr_ptr <= wr_ptr + 1;
      end
      if (!empty) begin
        parallel_out <= mem;
        rd_ptr <= rd_ptr + 1;
      end
    end
  end
  assign empty = (rd_ptr == wr_ptr);
  assign full = (wr_ptr - rd_ptr == 200);
endmodule
```
`flow/run.sh`:
```
#!/bin/bash
# OpenROAD 26Q1-2900-gdf79404cd8, Yosys 0.63+post, stock flow scripts
make -C /OpenROAD-flow-scripts/flow DESIGN_CONFIG=/design/flow/config.mk WORK_HOME=/design/flow/orfs finish
```
`flow/config.mk`:
```
export PLATFORM = sky130hd
export DESIGN_NAME = sipo
export DESIGN_NICKNAME = sipo
export VERILOG_FILES = /design/flow/design.v
export SDC_FILE = /design/flow/constraint.sdc
export NUM_CORES = 4
export LEC_CHECK = 1
export CORE_UTILIZATION = 50
```
`flow/constraint.sdc`:
```
current_design sipo

set clk_period 24.5
set clk_io_pct 0.2

create_clock -name clk0 -period $clk_period [get_ports {clk}]

set non_clock_inputs [all_inputs -no_clocks]
set_input_delay [expr $clk_period * $clk_io_pct] -clock clk0 $non_clock_inputs
set_output_delay [expr $clk_period * $clk_io_pct] -clock clk0 [all_outputs]
```
==> results.yml <==
# synthesis and place-and-route metrics
grt:
  grt_overflow_total: 0
  grt_pass1_wl_mm: 59.4
  first_global_vias: 10200
  track_usage_pct: 26.2
  antenna_found_initial: 0
  grt_max_degree: 132
run:
  tool_warnings: 29
  maxCapViolCount: 0
power_and_ir_drop:
  p_leak_nw: 6.43
  max-vdd-ir-drop_mv: 0.0549
  combPwrFrac_pct: 0.1
  internal_power_w: 0.00112
  p_clk_share_pct: 43.9
  swShare_pct: 19.0
  power.share.sequential_pct: 56.0
  p_sw_w: 0.000262
  power_per_cell_area_mw_per_mm2: 68.0
placed_design:
  place_congestion: 0.868
  port_buffers: 204
  pre_cts_ws_ps: 16360
  place_area_mm2: 0.0190
  post-dp-hpwl_mm: 23.4
layout:
  seqCellArea_mm2: 0.0125
  lay_top_cells: "edfxtp_1 (400), o21ai_0 (398), clkdlybuf4s50_1 (204)"
  logic_area_mm2: 0.00361
  stdcell_area_mm2: 0.0203
  drive_gt1_share_pct: 7.57
  mostFrequentLayoutCell: "edfxtp_1"
  area_delta_synth_final_pct: 24.2
  fillers: 2399
clock_network:
  clk_pin_slew_worst_paths_ps: 60
  post_cts_resize_count: 0
  tritoncts: "done"
  cts_htree_levels: 2
  cts_setup_buffers: 0
  cts_root_buffer: "clkbuf_16"
  worstSkewPairLatency_ps: 540
  cts_made_buffers: 42
  cts_buffer_depth: 3
  cts_hold_buf: 0
  cts_sinks: 420
sta:
  slew_viol_final: 0
  finalSetupViolations: 0
  timing.final.ws_setup_ps: 16060
  hold_viol: 0
  fin_crit_ps: 8440
  rsz0062_at_grt: "false"
  holdWs_ps: 437
  slew_headroom_pct: 43.9
  setup_tns_ps: 0
  period_used_pct: 34.5
  fmax_mhz: 118
  fin_skew_ps: 8.36
  tightest_slew_ps: 842
setup_path:
  critPathRequiredTime_ps: 19600
  timing.rr.start: "wr_ptr[4]"
  r2r_setup_slack_ps: 20300
  worst_ep_arrival_time_ps: 3540
  endpoint_kind: "output port"
  path_max_fanout: 20
  startpoint: "wr_ptr[4]"
  cp-start-kind: "register"
  ff2ff_path_depth: 8
  critPathKind: "reg -> out"
  timing.rr.end: "parallel_out[111]"
synth:
  yosys_area_mm2: 0.0164
  ys.flop_type: "edfxtp_1"
  synth.distinct_cells: 56
  top_area_share_pct: 73.4
  largest_area_cell: "edfxtp_1"
  synthTopCellsByArea: "edfxtp_1 (73%), o21ai_0 (12%), dfrtp_1 (3.1%)"
  postSynthSeqShare_pct: 76.5
  ys_cells: 1141
  synth_warnings: 1
  edf_count: 400
  ys.flops: 420
  syn_area_per_cell_um2: 14.3
  syn-cell-area_mm2: 0.0164
  synth-async-reset-ratio_pct: 4.76
  syn_inst: 1141
route:
  firstDrtPassIters: 4
  wl_mm: 38.7
  ant_nets: 0
  diodes: 0
  drt-initial-drc-count: 776
  drc: 0
  vias: 10200
  viasPerCell: 5.57
  wl_per_cell_um: 21.1
worst_hold_path:
  min_path_type: "reg -> reg"
  holdPathEnd: "parallel_out[38]"
  hp-start: "mem[38]"
  hold_depth: 0
floorplanning:
  dieArea_mm2: 0.0335
  die_w_um: 183
  fp_util_pct: 51.3
  core-area_mm2: 0.0319
  die_h_um: 183
  ios: 205
  std_cell_rows: 65
outcome:
  status: "complete, no violations"
[flip-flops by register name, indices dropped and copies added (netlist names)]
register and flops:
mem 200, parallel_out 200, rd_ptr 10, wr_ptr 10
[synth_stat cells (2+ instances only)]
cell type and n:
a211o_1 2, a211oi_1 2, a21o_1 2, a21oi_1 7, a31oi_1 2, and2_1 3
and3_1 2, and4_1 2, buf_2 2, clkbuf_1 49, dfrtp_1 20, edfxtp_1 400
ha_1 15, inv_1 20, mux2_2 4, nand2_1 72, nand2b_1 8, nand3_1 15
nand3b_1 3, nand4_1 4, nor2_1 14, nor2b_1 7, nor3_1 12, nor3b_1 3
nor4_1 5, o21a_1 3, o21ai_0 398, o21ai_1 8, o22ai_1 3, o31ai_1 3
or3_1 4, or4_1 2, xnor2_1 17, xor2_1 6
[worst max-delay path by stage]
stage	endpoint	slack, ps	cells past startpoint
after CTS	full	16040	8
after global routing	full	15800	8
final	full	16060	8
[power by group through the flow]
stage	Clock [W]	Sequential [W]	Combinational (W)
final	0.000607	0.000774	0.00000146
after CTS	0.000620	0.000774	0.00000150
after global routing	0.000649	0.000774	0.00000167
[cells by family after synthesis]
group	synth area share, %
compound gates	14.2
flops	76.5
simple gates	4.93
buf+inv	1.76
xor+xnor	1.23
fa+ha+maj	1.15
mux	0.275
[area by class of cell]
| class | instances | share of cell area (%) |
|---|---|---|
| clock buffer | 55 | 5.52 |
| clock inverter | 23 | 0.874 |
| inverter | 21 | 0.388 |
| multi-input combinational | 647 | 17.8 |
| sequential | 420 | 61.6 |
| tap | 435 | 2.68 |
| timing repair buffer | 234 | 11.2 |
[critical path, stage by stage, from the launching register on]
cell             delay [ps]
dfrtp_1                 740
ha_1                    410
nand3_1                 150
o21bai_1                170
a31oi_1                 140
or4_1                   410
a221oi_1                270
buf_4                   240
clkdlybuf4s50_1         480
[layer usage]
layer / up-vias / wire length [um] / global-route usage (%)
met5: - / 69 / 1.63
met4: 2 / 606 / 3.37
met3: 47 / 5030 / 14.4
met2: 488 / 16700 / 35.1
met1: 4831 / 16300 / 44.0
li1: 4846 / - / -
[through the flow]
step	util, %	instances	total power, W
global route	63.7	1835	0.00142
global placement	59.7	1757	0.000791
finish	63.7	1835	0.00138
detailed placement	59.7	1757	0.000791
floorplan	-	1141	0.000790
CTS	63.7	1835	0.00140
Power is estimated from default activity; no workload was simulated.
